===== /design/flow/constraint.sdc =====
current_design midA

set clk_period 4.7
set clk_io_pct 0.2

create_clock -name clk0 -period $clk_period [get_ports {clk}]

set non_clock_inputs [all_inputs -no_clocks]
set_input_delay [expr $clk_period * $clk_io_pct] -clock clk0 $non_clock_inputs
set_output_delay [expr $clk_period * $clk_io_pct] -clock clk0 [all_outputs]

===== /design/flow/config.mk =====
export PLATFORM = sky130hd
export DESIGN_NAME = midA
export DESIGN_NICKNAME = midA
export VERILOG_FILES = /design/flow/design.v
export SDC_FILE = /design/flow/constraint.sdc
export NUM_CORES = 4
export LEC_CHECK = 1
export CORE_AREA = 10 10 101 101
export DIE_AREA = 0 0 111 111

===== /design/flow/run.sh =====
#!/bin/bash
# OpenROAD 26Q1-2900-gdf79404cd8, Yosys 0.63+post, stock flow scripts
make -C /OpenROAD-flow-scripts/flow DESIGN_CONFIG=/design/flow/config.mk WORK_HOME=/design/flow/orfs finish

===== /design/flow/design.v =====
`timescale 1ns / 1ps
module midA(switch, clk, speaker);
    input switch;            
    input clk;               
    output speaker;          
    reg [1:0] flipper;             
    parameter m=20;          
    parameter n=20;          
    parameter A3=1136;       
    reg [n:0] counterA3;     
    assign speaker = switch & flipper;
    always @(posedge clk) begin
        if(counterA3==m*A3) begin
            counterA3 <= 0;  
            flipper[0] <= ~flipper[0];  
        end else counterA3 <= counterA3+1; 
    end
endmodule

==> run_results.csv <==
group,metric,value,unit
run_status,status,"finished clean",
setup_path,reg2reg_to,"flipper$_DFFE_PN_",
synth,ys_area,997,µm²
synth,synthCells,98,
synth,flop_cell,"dfxtp_1",
cts,cts_buffers,3,
min_path,min_to,"counterA3[20]$_SDFF_PN0_",
final_timing,timing.final.hold_violations,0,
final_timing,max_freq,346,MHz
cts,cts_setup_buffers,0,
min_path,hp-class,"flop to flop",
route,drtIter0Drc,10,
synth,yosys-stat-cells,98,
setup_path,cp_data_arrival_time,1.95,ns
synth,synth_seq_share,0.452,
setup_path,startpoint_type,"input pin",
synth,yosysWarnings,2,
cts,clock-sinks,22,
route,diodes,0,
route,drc_errors,0,
final_timing,finalClockPeriodUsage,0.615,
cts,clockBufferDepth,2,
final_timing,rsz0062_at_grt,"no",
global_route,top_usage_layer,"met2",
placement,place.port_buffers,2,
floorplanning,fp.dieW,111,µm
route,drt-total-wl,1.60,mm
synth,ys_ff,22,
global_route,use_met3,0.00438,
floorplanning,fp_util,0.123,
route,wl_per_cell,7.67,µm
route,via_per_inst,3.27,
global_route,grt_pass1_wl,2.90,mm
final_timing,worst_pin_slew,0.394,ns
final_timing,setup_viol,0,
global_route,grtUsageTotal,0.0257,
route,drt_pass1_iterations,4,
synth,syn_area_per_cell,10.2,µm²
synth,synth_area_leader_cell,"dfxtp_1",
final_timing,setup_tns,0,ns
synth,ys_types,24,
global_route,grtUsageMet1,0.0329,
layout,drive_above_1_share,0.144,
pwr,ir_drop,0.121,mV
layout,final_util,0.148,
floorplanning,coreArea,0.00813,mm²
run,log.warning_count,26,
global_route,grt_pass1_vias,682,
setup_path,crit_fanout,1,
layout,area_growth,20.7,%
route,vias,683,
synth,top_cells_by_area,"dfxtp_1, xor2_1, xnor2_1, nor4_4, nand3_1",
synth,top_cell_area_share,0.422,
synth,ys_top_cells_by_count,"dfxtp_1, nor2_1, xor2_1, xnor2_1, nand3_1",
synth,syn-cell-area,997,µm²
route,ant_nets,0,
min_path,whs_path_depth,1,
synth,async_flop_share,0,
layout,register_area,450,µm²
layout,fillCellCount,897,
setup_path,r2r-start,"counterA3[0]$_SDFF_PN0_",
cts,h-tree-depth,1,
final_timing,slew_viol_final,0,
final_timing,min_period,2.89,ns
cts,cts_root_buf,"clkbuf_8",
pwr,power.density,266,mW/mm²
placement,gp_congestion,0.789,
run,maxCapViolCount,0,
cts,tritoncts,"built",
layout,stdcell_area,0.00120,mm²
global_route,global_route.overflow_total,0,
synth,synth.most_common_cell,"dfxtp_1",
floorplanning,num_rows,33,
floorplanning,io_pins,3,
cts,holdBufCountCts,0,
setup_path,critical_path_required,3.76,ns
cts,cts_resized,0,
setup_path,r2r_setup_slack,2.92,ns
synth,edf_count,1,
placement,dpl.hpwl,1.17,mm
layout,comb_area,524,µm²
setup_path,ff2ff_path_depth,5,
pwr,totalPowerFinal,320,µW
pwr,p_leak,0.000437,µW
setup_path,critPathKind,"input pin to primary output",
floorplanning,dieHeight,111,µm
min_path,min-delay-start,"counterA3[20]$_SDFF_PN0_",
final_timing,hold_ws,0.463,ns
setup_path,crit_path_end_kind,"primary output",
floorplanning,die-area,0.0123,mm²
final_timing,relSlewSlack,0.737,
global_route,grt_max_degree,13,
cts,cts.clk_slew.worst_paths,0.07,ns
global_route,use_met2,0.0432,
placement,placed_area,0.00115,mm²
global_route,antenna_found_initial,0,
final_timing,finClkSkew,0.00199,ns
cts,clkLatencyLatePin,0.26,ns
-- flip-flops by register name (all words and copies together), names as in the netlist --
signal and cells:
flipper 1, counterA3 21
-- stage by stage --
stage / cells / worst slack [ns]
finish: 209 / 1.81
global route: 209 / 1.77
CTS: 209 / 1.80
detailed placement: 205 / 1.79
global placement: 205 / 1.80
floorplan: 98 / 2.71
-- placed cells by master (no fill, tap or decap), types with 4 or more instances in the layout --
master,instances
nor3_1,5
nor2_1,10
nand3_1,8
xor2_1,10
clkbuf_8,4
dfxtp_1,21
inv_1,6
xnor2_1,9
nand4_1,4
and3_1,4
-- metal layers --
| layer | part of all wire | vias to the layer above |
|---|---|---|
| met5 | 0 | - |
| met4 | 0.022 | 0 |
| met3 | 0.018 | 4 |
| met2 | 0.46 | 3 |
| met1 | 0.50 | 329 |
| li1 | - | 347 |
-- critical path, stage by stage --
cell and delay, ns:
clkdlybuf4s50_1 0.44, and2_1 0.11, clkdlybuf4s50_1 0.45
-- worst max path at each step --
stage / start / to / slack (ns) / cells past startpoint
after CTS: switch / speaker / 1.80 / 3
after global routing: switch / speaker / 1.77 / 3
final: switch / speaker / 1.81 / 3
-- cell families after synthesis --
group	share of synthesized area
xor+xnor	0.167
fa+ha+maj	0.0251
buf+inv	0.0226
flops	0.452
simple gates	0.334
-- report_power, final --
part	leakage [µW]	internal, µW	switching (µW)
registers	0.000181	187	0
logic	0.000227	0.706	0.0654
clock network	0.0000288	74.6	57.7
-- layout make-up --
class | count | share of cell area
timing repair buffer | 2 | 0.0166
tap | 105 | 0.109
sequential | 22 | 0.374
clock buffer | 4 | 0.0457
multi-input combinational | 70 | 0.436
inverter | 6 | 0.0187
Power and IR drop assume default switching activity.
