==> flow/design.v <==
`timescale 1ns / 1ps
module midB(switch, clk, speaker);
    input switch;            
    input clk;               
    output speaker;          
    reg [1:0] flipper;             
    parameter m=20;          
    parameter n=20;          
    parameter B3=1012;       
    reg [n:0] counterB3;     
    assign speaker = switch & flipper;
    always @(posedge clk) begin
        if(counterB3==m*B3) begin
            counterB3 <= 0;  
            flipper[0] <= ~flipper[0];  
        end else counterB3 <= counterB3+1; 
    end
endmodule
==> flow/run.sh <==
#!/bin/bash
# OpenROAD 26Q1-2900-gdf79404cd8, Yosys 0.63+post, stock flow scripts
make -C /OpenROAD-flow-scripts/flow DESIGN_CONFIG=/design/flow/config.mk WORK_HOME=/design/flow/orfs finish
==> flow/config.mk <==
export PLATFORM = sky130hd
export DESIGN_NAME = midB
export DESIGN_NICKNAME = midB
export VERILOG_FILES = /design/flow/design.v
export SDC_FILE = /design/flow/constraint.sdc
export NUM_CORES = 4
export LEC_CHECK = 1
export CORE_AREA = 10 10 88 88
export DIE_AREA = 0 0 98 98
==> flow/constraint.sdc <==
current_design midB

set clk_period 3.5
set clk_io_pct 0.2

create_clock -name clk0 -period $clk_period [get_ports {clk}]

set non_clock_inputs [all_inputs -no_clocks]
set_input_delay [expr $clk_period * $clk_io_pct] -clock clk0 $non_clock_inputs
set_output_delay [expr $clk_period * $clk_io_pct] -clock clk0 [all_outputs]
==> impl_metrics.tcl <==
# implementation run metrics
set metrics [dict create \
    finalSetupTns_ns 0 \
    worst_ep_required_time_ns 2.80 \
    worstSetupEndpointType "primary output" \
    num_io_pins 3 \
    power-per-cell-area_nw_per_um2 384 \
    detailedPlacementHpwl_um 1090 \
    cap_viol_max_count 0 \
    worst_setup_hold_path_clk_slew_ns 0.08 \
    die_h_um 98 \
    first_pass_grt_wire_length_um 2900 \
    grt_start_max_net_pins 13 \
    fillCellCount 645 \
    p_leak_nw 0.368 \
    ys_top_cells_by_area "dfxtp_1 (44%), xnor2_1 (13%), nor2_1 (4.7%)" \
    synth-seq-cells 22 \
    worst-endpoint-arrival_ns 1.71 \
    htree_num_levels 1 \
    number_of_openroad_warnings 26 \
    worstReg2RegEnd "flipper" \
    power.clock.fraction_pct 41.4 \
    post_synth_most_frequent_cells "dfxtp_1 (21), xnor2_1 (14), nor2_1 (12)" \
    placeableCoreArea_um2 5920 \
    post_dp_cell_area_um2 1070 \
    clock-skew-final_ns 0.00370 \
    via_count 640 \
    grt_antenna_before_repair 0 \
    status "finished, final reports clean" \
    synth.yosys.chip_area_um2 952 \
    drt-vias-per-instance 3.64 \
    cts.repair_timing.setup_buffer_count 0 \
    net_sw_share_pct 18.1 \
    share_comb_of_total_power_pct 0.2 \
    period_minus_slack_ns 2.41 \
    asyncSetResetFlopFracSynth_pct 0 \
    max_slew_margin_pct 69.9 \
    tritoncts.num_buffers 3 \
    number_of_global_route_vias_before_repair 664 \
    grt-ovfl-total 0 \
    vdd_ir_drop_max_uv 246 \
    drtPass1Iterations 3 \
    yosysWarnings 2 \
    final-hold-violation-count 0 \
    max_clock_freq_mhz 415 \
    synth.lib_cells_used.distinct 22 \
    insertion_delay_ns 0.26 \
    power.internal_mw 0.353 \
    yosysMostFrequentCell "dfxtp_1" \
    report.final.slew_viol_count 0 \
    flop_cell "dfxtp_1" \
    die_x_um 98 \
    avg_wl_per_cell_um 9.07 \
    holdCritPathClass "reg -> reg" \
    gpl.final_weighted_congestion 0.780 \
    critical_path_start "switch" \
    criticalPathCategory "in -> out" \
    crit_path_start_kind "input pin" \
    grt.total_usage_pct 3.41 \
    postCtsHoldBufs 0 \
    clk_root_buffer_cell "clkbuf_8" \
    cts.path.max_buffers 2 \
    post_cts.resized_instances 0 \
    setup_repair_after_global_routing_missed_its_margin "no" \
    initial_drc_count 46 \
    net-switching-power_mw 0.0781 \
    fin_cells 176 \
    core.rowCount 28 \
    stdcell_area_um2 1120 \
    power_mw 0.431 \
    number_of_failing_setup_endpoints_in_the_final_timing_report 0 \
    critical_path.endpoint "speaker" \
    totalWireLength_um 1600 \
    r2r-start "counterB3[0]" \
    synth_top_area_share_pct 44.2 \
    path_max_fanout 1 \
    r2r.worst_path.cells 5 \
    dp.cells 172 \
    final_util_pct 18.9 \
    r2r_slack_ns 1.82 \
    antenna-diode-count 0 \
    port_buffers 2 \
    dieArea_um2 9600 \
    tightestPinTransition_ns 0.451 \
    top_area_cell "dfxtp_1" \
    ys_cells 95 \
    numClockSinks 22 \
    share_of_layout_cells_above_drive_strength_1_pct 9.90 \
    detail-route-antenna-nets 0 \
    synthesis.area_um2 952 \
    pwr-share-seq_pct 58.4 \
    fp_util_pct 16.1 \
    post_synth_inst_count 95 \
    syn-mean-instance-area_um2 10.0 \
    yosys.stat.seqShare_pct 47.3 \
    finalCritPeriodShare_pct 68.9 \
    enable_flop_cells 1 \
    drc 0 \
    tritoncts "yes" \
    layout-area-overhead-vs-synth_pct 17.7 \
]
worst max-delay path: stages:
cell             delay [ns]
clkdlybuf4s50_1        0.45
and2_1                 0.11
clkdlybuf4s50_1        0.45
metrics by stage:
stage,setup slack (ns),hold WS [ns]
4_1_cts,1.08,0.469
6_report,1.09,0.467
5_1_grt,1.03,0.490
3_3_place_gp,1.08,0.454
3_5_place_dp,1.08,0.452
2_1_floorplan,1.99,0.435
logic make-up after synthesis:
logic type               Yosys count  share of synthesized area [%]
XOR/XNOR                          19                           17.5
adder cells (fa/ha/maj)            2                           2.63
buffers and inverters              5                           1.97
flip-flops                        22                           47.3
AND/OR/NAND/NOR                   47                           30.6
flip-flops by register name, indices dropped and copies added, names as in the netlist:
name and cells:
flipper 1, counterB3 21
metal layers:
layer | share of wire, % | track usage (%) | vias to the layer above
met4 | 1.2 | 0.336 | 0
met3 | 5.7 | 1.42 | 2
met1 | 52 | 4.50 | 294
met5 | 0 | 0 | -
met2 | 41 | 5.28 | 6
li1 | - | - | 338
power groups by stage:
stage	Combinational, mW	Sequential [mW]	Clock [mW]
finish	0.00105	0.252	0.178
global route	0.00116	0.252	0.194
CTS	0.00106	0.252	0.185
worst min-delay path by stage:
stage                  from            end  slack (ns)  cells after the start
finish        counterB3[20]  counterB3[20]        0.47                      1
CTS           counterB3[20]  counterB3[20]        0.47                      1
global route  counterB3[20]  counterB3[20]        0.49                      1
area by class of cell:
| type | count | area (um2) | share of cell area (%) |
|---|---|---|---|
| flip-flops and latches | 22 | 450 | 40.2 |
| clock buffers | 4 | 55.1 | 4.91 |
| repair buffers | 2 | 20.0 | 1.79 |
| well taps | 75 | 93.8 | 8.37 |
| inverters | 5 | 18.8 | 1.67 |
| multi-input cells | 68 | 483 | 43.1 |
layout by cell type, fill, tap and decap left out, types with 2 or more instances in the layout:
cell type        synthesis  final
nand4_1                  4      4
nor4_1                   4      4
nor4b_1                  3      3
dfxtp_1                 21     21
inv_1                    5      5
xnor2_1                 14     14
xor2_1                   5      5
clkdlybuf4s50_1          0      2
nand2_1                  6      6
nor3_1                   2      2
clkbuf_8                 0      4
nor2_1                  12     12
ha_1                     2      2
nand3_1                  7      7
No activity file was given, so power comes from the tool's default toggle rates.
